[flow/config.mk]
export PLATFORM = sky130hd
export DESIGN_NAME = RegisterBank
export DESIGN_NICKNAME = RegisterBank
export VERILOG_FILES = /design/flow/design.v
export SDC_FILE = /design/flow/constraint.sdc
export NUM_CORES = 4
export LEC_CHECK = 1
export CORE_UTILIZATION = 50
[flow/constraint.sdc]
current_design RegisterBank

set clk_period 13.8
set clk_io_pct 0.2

create_clock -name clk0 -period $clk_period [get_ports {clk}]

set non_clock_inputs [all_inputs -no_clocks]
set_input_delay [expr $clk_period * $clk_io_pct] -clock clk0 $non_clock_inputs
set_output_delay [expr $clk_period * $clk_io_pct] -clock clk0 [all_outputs]
[flow/design.v]
module RegisterBank(
		input write, clk,
		input [4:0] a,b,c,
		input [63:0] dataC,
		output [63:0] dataA, dataB 
	);
	reg [63:0] R[31:0];
	assign	dataA = R[a];
	assign	dataB = R[b];
	always @(posedge clk)
	begin			
			if (write == 1)
			begin
				R[c] = dataC;
			end
	end
endmodule
[flow/run.sh]
#!/bin/bash
# OpenROAD 26Q1-2900-gdf79404cd8, Yosys 0.63+post, stock flow scripts
make -C /OpenROAD-flow-scripts/flow DESIGN_CONFIG=/design/flow/config.mk WORK_HOME=/design/flow/orfs finish
==> results.cfg <==
; physical design summary
[run_status]
status = finished, final reports clean

[synthesis]
ys_seq_share_pct = 65.4
ys_cells = 4313
area_leaders = edfxtp_1, mux4_2, mux2i_1, a221oi_1, buf_2
syn_avg_cell_area_um2 = 21.8
synth_top_area_share_pct = 65.4
ys_types = 38
ys_area_um2 = 94100
synth_cells = 4313
largest_area_cell = edfxtp_1
syn_area_um2 = 94100
ys.flops = 2048
ys_warn_count = 1

[layout]
area_growth_pct = 13.4
largest_register_ffs = 2048
drive_above_1_share_pct = 35.6
post-route-util_pct = 57.3

[route]
final_antenna_net_count = 0
finalWirelength_mm = 279
vias = 49260
vias_per_cell = 6.75
drc_errors = 0
drt-initial-drc-count = 3152
wl_per_cell_um = 38.2
firstDrtPassIters = 7

[timing]
drv_slew = 0
tns_ps = 0
finalSetupViolCount = 0
rsz0062_at_grt = false
setup_slack_ps = 4490
fin_crit_sh_pct = 67.4
max_freq_mhz = 107
tightest_slew_ps = 946
fin_crit_ps = 9310
hold_viol = 0
slew_headroom_pct = 36.8

[clocking]
clk_pin_slew_ps = 60
cts_hold_buf = 0
clockRootBuffer = clkbuf_16
cts.htree.levels = 4
cts_num_sinks = 2048
cts-resized-gates = 0
cts_buffer_depth = 3
cts_tree = yes
cts_setup_buffers = 0
cts_buffers = 213

[job]
drv_cap = 0
tool_warnings = 26

[critical_path]
crit_slowest_cell = buf_4
crit_start = b[3]
crit_buf_inv = 5
startpoint_type = input pin
path_cells = buf_4, inv_8, buf_4, buf_4, nand2_1, a32o_1, a221oi_1, clkdlybuf4s50_1
critPathKind = in -> out
slowest_delay_ps = 670
path_common_cell = buf_4
crit_arrival_ps = 6550
cp_data_required_time_ps = 11040
crit_path_max_fanout = 55
cp-end-kind = output pin
cp_top_family = buffers and inverters

[place]
port_buffers = 208
post-place-ws_ps = 4370
dpl.hpwl_mm = 159
gp_congestion = 0.870

[pwr]
p_per_area_nw_per_um2 = 129
power.leakage_uw = 0.0339
peakVddDrop_mv = 0.123

[global_route]
grt_max_degree = 85
antenna_found_initial = 8
track_usage_pct = 33.9
grt_pass1_wl_mm = 400
gr-total-overflow = 0
grt_pass1_vias = 55675

[floorplan]
fp_util_pct = 50.5
fp.dieH_um = 436
die_x_um = 436
ios = 209
coreArea_um2 = 186000
chip_area_um2 = 190000
num_rows = 158

[worst_hold_path]
min_path_type = in -> reg
hold_start = dataC[56]
==> through the flow <==
step	cell area (um^2)	hold slack (ps)	instances	total power (uW)
after floorplan	94100	2860	4313	7770
after global placement	100000	3590	6914	8280
after detailed placement	100000	3580	6914	8280
after CTS	107000	2670	7301	13800
after global routing	107000	2720	7301	14100
final	107000	2720	7303	13700
==> synth_stat cells <==
cell / instances
a2111oi_0: 4
a211o_1: 4
a211oi_1: 6
a21o_1: 4
a21oi_1: 4
a221oi_1: 93
a22o_1: 33
a22oi_1: 18
a32o_1: 38
a32oi_1: 4
and2_0: 1
and2_1: 4
and3_1: 4
buf_1: 41
buf_2: 129
buf_4: 75
buf_6: 10
clkbuf_1: 92
clkinv_1: 1
edfxtp_1: 2048
mux2_2: 56
mux2i_1: 362
mux4_2: 1039
nand2_1: 87
nand2b_1: 4
nand3_1: 2
nand3b_1: 5
nor2_1: 46
nor2b_1: 19
nor3_1: 1
nor4_1: 4
o21a_1: 22
o221ai_1: 4
o22ai_1: 38
o41ai_1: 4
or2_2: 2
or3_1: 2
or3b_2: 3
==> worst paths after layout <==
| check | cells past startpoint | endpoint | slack (ps) |
|---|---|---|---|
| setup / recovery | 8 | dataB[57] | 4490 |
| hold / removal | 2 | R[9][56]$_DFFE_PP_ | 2720 |
==> cell families (layout without fill, tap and decap cells) <==
| family | after synthesis | after routing | share of synthesized area [%] |
|---|---|---|---|
| other | 0 | 2 | 0 |
| DFF | 2048 | 2048 | 65.4 |
| and+or+nand+nor | 184 | 184 | 0.880 |
| muxes | 1457 | 1457 | 29.4 |
| buffers and inverters | 348 | 856 | 1.94 |
| AOI/OAI and AO/OA | 276 | 276 | 2.44 |
==> cell type report <==
| cell class | count | area, um^2 |
|---|---|---|
| clock buffers | 250 | 5620 |
| fillers | 13396 | 79500 |
| repair buffers | 468 | 4240 |
| inverters | 1 | 11.3 |
| well taps | 2480 | 3100 |
| diodes | 2 | 5.00 |
| multi-input cells | 1917 | 31100 |
| flip-flops and latches | 2048 | 61500 |
| clock inverters | 137 | 1100 |
==> where the power goes <==
group	switching [uW]	leakage, uW	total [uW]	internal, uW
combinational	635	0.0122	1190	558
clock	2380	0.00331	5590	3210
sequential	29.3	0.0184	6950	6920
==> placed cells by master (no fill, tap or decap), drive strengths merged, types with 56 or more instances in the layout <==
cell / synthesis / layout
a221oi: 93 / 93
buf: 255 / 269
clkbuf: 92 / 251
clkdlybuf4s50: 0 / 198
clkinv: 1 / 111
edfxtp: 2048 / 2048
mux2: 56 / 56
mux2i: 362 / 362
mux4: 1039 / 1039
nand2: 87 / 87
==> metal layers <==
metal | up-vias | track usage [%] | routed length [um]
met4 | 25 | 8.14 | 9090
met3 | 518 | 26.8 | 52700
met2 | 3605 | 48.3 | 134000
met5 | - | 1.64 | 415
met1 | 25228 | 42.9 | 83100
li1 | 19884 | - | -
Power is estimated from default activity; no workload was simulated.
